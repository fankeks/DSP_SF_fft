===== flow/design.v =====
module multi_push_multi_pop_fifo #(
    parameter W = 16,    
    parameter D = 16,    
    parameter NO = 2,    
    parameter NI = 2     
) 
(
    input  logic                         clk,
    input  logic                         rstn,
    input  logic [$clog2(NI + 1) - 1 : 0] push,
    input  logic [ NI - 1 : 0][W - 1 : 0] push_data,
    input  logic [$clog2(NO + 1) - 1 : 0] pop,
    output logic [ NO - 1 : 0][W - 1 : 0] pop_data,
    output logic [$clog2(NI + 1) - 1 : 0] can_push,
    output logic [$clog2(NO + 1) - 1 : 0] can_pop
);
    localparam pointer_width = $clog2 (D),
                          counter_width = $clog2 (D + 1);
    localparam [counter_width - 1:0] max_ptr = counter_width' (D - 1);
    logic [pointer_width - 1:0] wr_ptr, rd_ptr;
    logic wr_ptr_odd_circle, rd_ptr_odd_circle;
    logic [D - 1 : 0] [W - 1:0] data;
    always_ff @ (posedge clk)
        if (!rstn)
        begin
            wr_ptr <= '0;
            wr_ptr_odd_circle <= 1'b0;
        end
        else if (|push)
        begin
            if (wr_ptr + push > max_ptr)
            begin
                wr_ptr <= wr_ptr + push - max_ptr - 1;
                wr_ptr_odd_circle <= ~ wr_ptr_odd_circle;
            end
            else
            begin
                wr_ptr <= wr_ptr + push;
            end
        end
    always_ff @ (posedge clk)
        if (!rstn)
        begin
            rd_ptr <= '0;
            rd_ptr_odd_circle <= 1'b0;
        end
        else if (|pop)
        begin
            if (rd_ptr + pop > max_ptr)
            begin
                rd_ptr <= rd_ptr + pop - max_ptr - 1;
                rd_ptr_odd_circle <= ~ rd_ptr_odd_circle;
            end
            else
            begin
                rd_ptr <= rd_ptr + pop;
            end
        end
    always_ff @(posedge clk) begin
        if (|push) begin
            for (int i = 0; i < NI; i++) begin
                if (i < push) begin
                    data[(i + wr_ptr > max_ptr) ? i + wr_ptr - max_ptr - 1 : i + wr_ptr] <= push_data[i];
                end
            end
        end
    end
    always_comb begin
        for (int j = 0; j < NO; j++) begin
            pop_data[j] = data[(j + rd_ptr > max_ptr) ? j + rd_ptr - max_ptr - 1 : j + rd_ptr];
        end
    end
    wire [counter_width - 1:0] c_push;
    assign c_push = (rd_ptr_odd_circle == wr_ptr_odd_circle) ? D - (wr_ptr - rd_ptr) : (rd_ptr - wr_ptr);
    assign can_push = (c_push > NI) ? NI : c_push;
    wire [counter_width - 1:0] c_pop;
    assign c_pop = (rd_ptr_odd_circle == wr_ptr_odd_circle) ? wr_ptr - rd_ptr : D - (rd_ptr - wr_ptr);
    assign can_pop = (c_pop > NO) ? NO : c_pop;
endmodule

===== flow/run.sh =====
#!/bin/bash
# OpenROAD 26Q1-2900-gdf79404cd8, Yosys 0.63+post, stock flow scripts
make -C /OpenROAD-flow-scripts/flow DESIGN_CONFIG=/design/flow/config.mk WORK_HOME=/design/flow/orfs finish

===== flow/config.mk =====
export PLATFORM = sky130hd
export DESIGN_NAME = multi_push_multi_pop_fifo
export DESIGN_NICKNAME = multi_push_multi_pop_fifo
export VERILOG_FILES = /design/flow/design.v
export SDC_FILE = /design/flow/constraint.sdc
export NUM_CORES = 4
export LEC_CHECK = 1
export CORE_UTILIZATION = 40

===== flow/constraint.sdc =====
current_design multi_push_multi_pop_fifo

set clk_period 37.2
set clk_io_pct 0.2

create_clock -name clk0 -period $clk_period [get_ports {clk}]

set non_clock_inputs [all_inputs -no_clocks]
set_input_delay [expr $clk_period * $clk_io_pct] -clock clk0 $non_clock_inputs
set_output_delay [expr $clk_period * $clk_io_pct] -clock clk0 [all_outputs]

==> design notes <==
The number of antenna diodes in the final layout is 0. The transition time recorded at the tightest slew-check pin is 0.8462 ns. After synthesis, the chip area reported by Yosys is 19660 sq um.

The run gives 39.10% for the fraction of synthesized cell area taken by the top area cell type. Launching element of the worst setup path: rd_ptr[2]. The critical path is of the reg2out type. The run gives 25.39 ns for the worst setup slack after placement. The detailed router used layers up to and including met5.

The tightest hold path in the finished design has a slack of 0.5919 ns. Once layout is done, the placed cells without fillers occupy 22160 sq um. The tool flagged a number of max-cap violations equal to 0.

The most instantiated flip-flop cell in the synthesis netlist was sky130_fd_sc_hd__edfxtp_1. The count of pins on the block boundary came out at 74. The run gives 50040 sq um as the overall die area.

OpenROAD emitted warnings numbering 42. Entering global routing, the biggest net connects 102 pins. Root buffer cell: sky130_fd_sc_hd__clkbuf_16. The run gives 10110 microns as the total length of routed met3 wires. Per the post-synthesis report, the number of cells in the design is 1635. The total wire length after detailed routing was 70330 microns. Pins over their slew limit in the final report were tallied at 0. The core region is 48150 sq um. For this run, the final setup violation count is recorded as 0. Maximum level of the CTS H-tree: 1.

Setup repair after global routing left no endpoint under its margin. For the detailed-route via count, the log shows 15470. For this run, the detailed router reports a per-instance via density of 6.657. The floorplan core density was 40.83%. The analysis reports a worst IR drop on VDD of 0.04494 mV. The total clock buffers created by CTS came out at 31. Power comes to 1.063 mW.

The run gives 256 for the number of synthesized flops with an enable pin. The most common cell in the synthesized netlist is sky130_fd_sc_hd__mux2i_1. The power report attributes to the sequential group a share of 40.7%. STA lists the maximum fanout along the critical path as 48. The post-synthesis async set-or-reset flop share works out to 0%.

The post-route met1 wirelength was 26020 microns; the count of buffers added by post-CTS timing repair for setup was 0. Die extent in x: 223.7 microns. The synthesis-stage register bit count was 266. The synthesis run shows the most used standard cells to be sky130_fd_sc_hd__mux2i_1 (302), sky130_fd_sc_hd__edfxtp_1 (256), sky130_fd_sc_hd__o22ai_1 (212), sky130_fd_sc_hd__mux4_2 (117), sky130_fd_sc_hd__nand2_1 (114). The tools report the final setup slack of the worst path as 24.67 ns.

Once placement completed, the tool counted placed cells totaling 2266. For the yosys cell count, the log shows 1635. Excluding fillers, the count of instances in the completed layout stands at 2324. The final timing report lists clock skew as 0.01121 ns. Per the placement log, port buffering inserted 73 buffers. Across all checked pins, the minimum headroom to the slew limit is 43.59%. The placement summary gives the final routability congestion estimate as 0.9083. Signed area change from the synthesized netlist to the final layout: 12.72%. Summed over all failing endpoints, the final setup total negative slack is 0 ns. For the count of warnings emitted by yosys, the log shows 1. Looking at the power breakdown, the clock network takes 29.8% of the total. The flow ran to the end, and the final reports show no timing, DRC or antenna violations.

The clock input transition at the sequential cells of the worst setup and hold paths came out at 0.06 ns. The first routing iteration left 1202 violations. With the via count of the first global-routing pass at 15520, the number of antenna violations at the first check in global routing is 2. The run gives 46.03% as the share of the core filled with cells in the final layout. Of the cells placed in the final design, the portion with a size suffix greater than 1 is 18.94%.

Looking at the clock tree report, the maximum root-to-sink buffer count equals 3. For the worst reg-to-reg path, the startpoint reported by OpenROAD is wr_ptr[1]. By area the synthesized netlist is led by sky130_fd_sc_hd__edfxtp_1 (39%), sky130_fd_sc_hd__mux2i_1 (15%), sky130_fd_sc_hd__mux4_2 (13%). Of the available clock period, the critical path in the final layout requires 33.68%. The netlist uses 73 different library cells.

Before antenna repair, the detailed router went through 5 iterations. The tools report the latest clock arrival within the worst-skew pair as 0.60 ns. STA classifies the critical path endpoint as an output port. Of the total power, the share spent switching nets is 31.33%. For this run, the register share of the synthesized area comes to 40.12%. The total global routing overflow is 0. For the global-route wire length before repair, the log shows 102700 microns. The worst-case reg-to-reg setup slack stands at 29.68 ns.

The number of hold buffers added after CTS was 0. In this run the cell area of the synthesized design comes to 19660 sq um. The startpoint type of the worst setup path is a flop. According to the floorplan report, the die height is 223.7 microns. The run gives 0 as the hold violation count in the final report. The class of the tightest hold or removal check was reg2reg. The CTS log lists the clock sinks for this run as 266.

The routed design uses 31300 microns of met2 wire. For this run, the total global-route usage over all layers was measured as 29.81%. The startpoint of the most critical hold path is wr_ptr[0]. The count of nets left with antenna violations once routing finished came out at 0. Per the post-synthesis stats, the area per cell is 12.02 sq um.

The report lists the number of cells resized after CTS as 0. The instance area after placement is 21140 sq um. In this run the static leakage power is 7.939 nW. The switching power total is 333.0 uW, and the number of rows created at floorplan is 80. The wire length per cell after detailed routing was 30.26 microns. Power spread over the standard cell area amounts to 47.97 nW/um^2. The cell type with the highest aggregate area in the netlist was sky130_fd_sc_hd__edfxtp_1. The internal portion of the total power is 730.0 uW.

With the data required time at the worst endpoint at 29.76 ns, the data arrival time of the worst path is 5.09 ns. The worst path in the final design needs a cycle of 12.53 ns, including I/O delays and setup. The flow reports that combinational logic draws 29.5% of the design power.

Detailed placement finished with a half-perimeter wire length of 40200 microns. TritonCTS built the clock tree. Based on the critical path, the design can be clocked at up to 0.07982 GHz.

The count of unresolved DRC violations after routing came out at 0.
-- area by class of cell --
| cell class | instances | area [sq um] |
|---|---|---|
| fillers | 4262 | 25990 |
| multi-input cells | 1193 | 11190 |
| flip-flops and latches | 266 | 7891 |
| repair buffers | 125 | 1134 |
| well taps | 656 | 820.8 |
| clock buffers | 34 | 787.0 |
| clock inverters | 24 | 234.0 |
| inverters | 26 | 105.1 |
-- flip-flops by register name, summed over array words and instances (netlist names) --
signal             count
wr_ptr_odd_circle      1
rd_ptr                 4
data                 256
rd_ptr_odd_circle      1
wr_ptr                 4
-- cell usage in the layout (no fill, tap or decap), drive strengths merged, types with 10 or more instances in the layout --
| cell type | synthesis | routed |
|---|---|---|
| inv | 24 | 26 |
| mux2 | 96 | 96 |
| xnor2 | 10 | 10 |
| a21o | 11 | 11 |
| nand4 | 16 | 16 |
| and2 | 23 | 23 |
| nor2 | 33 | 33 |
| nand2 | 114 | 114 |
| o21ai | 37 | 37 |
| clkbuf | 107 | 34 |
| a21oi | 24 | 24 |
| o22ai | 212 | 212 |
| nor3 | 15 | 15 |
| clkinv | 2 | 18 |
| ha | 40 | 40 |
| nand3 | 24 | 24 |
| mux4 | 117 | 117 |
| edfxtp | 256 | 256 |
| buf | 43 | 52 |
| clkdlybuf4s50 | 0 | 73 |
| dfxtp | 10 | 10 |
| mux2i | 302 | 302 |
-- cell families after synthesis --
family | synth area share, %
multiplexers | 34.28
AND-OR/OR-AND | 11.57
adder cells (fa/ha/maj) | 2.953
flip-flops | 40.12
XOR/XNOR | 0.8019
AND/OR/NAND/NOR | 6.785
buffers and inverters | 3.488
-- layer usage --
metal / GRT usage, % / vias to the layer above
li1: - / 6633
met1: 39.34 / 7674
met2: 43.16 / 984
met3: 16.46 / 179
met4: 9.545 / 2
met5: 0.6843 / -
-- power groups by stage --
stage         registers, mW  clock network [mW]  logic (mW)
CTS                   0.430               0.319       0.311
finish                0.432               0.317       0.314
global route          0.438               0.329       0.337
-- critical path, cell delays in order, from the launching register on --
cell and delay (ns):
sky130_fd_sc_hd__dfxtp_1 0.68, sky130_fd_sc_hd__clkinv_1 0.52, sky130_fd_sc_hd__nor3_1 0.43, sky130_fd_sc_hd__nand2_1 0.21
sky130_fd_sc_hd__nor2_1 0.31, sky130_fd_sc_hd__a21oi_4 0.24, sky130_fd_sc_hd__buf_4 0.43, sky130_fd_sc_hd__mux2i_1 0.20
sky130_fd_sc_hd__mux4_2 0.49, sky130_fd_sc_hd__o22ai_1 0.38, sky130_fd_sc_hd__clkdlybuf4s50_1 0.55
-- final timing paths --
kind              depth (start not counted)           end
setup / recovery                         10  pop_data[15]
setup reg to reg                         15     data[199]
hold reg to reg                           2     wr_ptr[0]
hold / removal                            2     wr_ptr[0]
Power is estimated from default activity; no workload was simulated.
