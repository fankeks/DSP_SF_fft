==> ./design.v <==
module	topolar 
#(
    parameter WIDTH = 32
)
(
	input                              clk, 
	input                              rst, 
	input                              i_vld,
	input   logic signed [WIDTH - 1:0] i_x, 
	input   logic signed [WIDTH - 1:0] i_y,
	output  logic                      o_vld,
	output	logic signed [WIDTH - 1:0] o_mag,
	output	logic signed [31:0]	       o_phase
	);
	localparam NSTAGES = 16;
	logic signed [31:0] cordic_angle [0:(NSTAGES-1)];
	assign	cordic_angle[ 0] = 32'h06a4_29cc;  
	assign	cordic_angle[ 1] = 32'h0382_51d0;  
	assign	cordic_angle[ 2] = 32'h01c8_0044;  
	assign	cordic_angle[ 3] = 32'h00e4_e2a9;  
	assign	cordic_angle[ 4] = 32'h0072_8de5;  
	assign	cordic_angle[ 5] = 32'h0039_4a86;  
	assign	cordic_angle[ 6] = 32'h001c_a5b5;  
	assign	cordic_angle[ 7] = 32'h000e_52e9;  
	assign	cordic_angle[ 8] = 32'h0007_2976;  
	assign	cordic_angle[ 9] = 32'h0003_94bb;  
	assign	cordic_angle[10] = 32'h0001_ca5d;  
	assign	cordic_angle[11] = 32'h0000_e52e;  
	assign	cordic_angle[12] = 32'h0000_7297;  
	assign	cordic_angle[13] = 32'h0000_394b;  
	assign	cordic_angle[14] = 32'h0000_1ca5;  
	assign	cordic_angle[15] = 32'h0000_0e52;  
	logic	signed [NSTAGES:0] [WIDTH-1:0]	xs;
	logic	signed [NSTAGES:0] [WIDTH-1:0]	ys;
	logic	signed [NSTAGES:0] [WIDTH-1:0]	phs;
	logic          [NSTAGES:0]              valids;
	always_ff @(posedge clk) begin
		if (rst) valids[0] <= 'b0;
		else begin
			valids[0] <= i_vld;
			if (i_vld) begin
				case ({i_y[WIDTH-1], i_x[WIDTH-1]} )
					2'b00:begin
						xs[0]  <= i_x + i_y;
						ys[0]  <= i_y - i_x;
						phs[0] <= 32'h0b40_0000;     
					end
					2'b01:begin
						xs[0]  <= i_y - i_x;
						ys[0]  <= -i_x - i_y;
						phs[0] <= 32'h21c0_0000;     
					end
					2'b11:begin
						xs[0]  <= -i_y - i_x;
						ys[0]  <= i_x - i_y;
						phs[0] <= 32'hde40_0000;     
					end
					2'b10:begin
						xs[0]  <= i_x - i_y;
						ys[0]  <= i_x + i_y;
						phs[0] <= 32'hf4c0_0000;     
					end
					default: begin
						xs[0]  <= i_x + i_y;
						ys[0]  <= i_y - i_x;
						phs[0] <= 32'h0c90_fdaa;
					end
				endcase
			end
		end
	end
	genvar	i;
	generate for(i = 0; i < NSTAGES; i++) begin : TOPOLARloop
		always @(posedge clk)
		if (rst)begin
			valids[i+1] <= 'b0;
		end 
		else begin
			valids[i+1] <= valids[i];
			if (valids[i]) begin
				if (~ys[i][WIDTH-1]) begin
					xs[i+1] <= xs[i] + {{(i+1){ys[i][WIDTH-1]}}, ys[i][WIDTH-1:(i+1)]};
					ys[i+1] <= ys[i] - {{(i+1){xs[i][WIDTH-1]}}, xs[i][WIDTH-1:(i+1)]};
					phs[i+1] <= phs[i] + cordic_angle[i];
				end 
				else begin
					xs[i+1] <= xs[i] - {{(i+1){ys[i][WIDTH-1]}}, ys[i][WIDTH-1:(i+1)]};
					ys[i+1] <= ys[i] + {{(i+1){xs[i][WIDTH-1]}}, xs[i][WIDTH-1:(i+1)]};
					phs[i+1] <= phs[i] - cordic_angle[i];
				end
			end
		end
	end 
	endgenerate
	assign o_mag = xs[NSTAGES];
    assign o_phase = phs[NSTAGES];
	assign o_vld = valids[NSTAGES];
endmodule
==> ./run.sh <==
#!/bin/bash
# OpenROAD 26Q1-2900-gdf79404cd8, Yosys 0.63+post, stock flow scripts
make -C /OpenROAD-flow-scripts/flow DESIGN_CONFIG=/design/flow/config.mk WORK_HOME=/design/flow/orfs finish
==> ./config.mk <==
export PLATFORM = sky130hd
export DESIGN_NAME = topolar
export DESIGN_NICKNAME = topolar
export VERILOG_FILES = /design/flow/design.v
export SDC_FILE = /design/flow/constraint.sdc
export NUM_CORES = 4
export LEC_CHECK = 1
export CORE_UTILIZATION = 40
==> ./constraint.sdc <==
current_design topolar

set clk_period 19.4
set clk_io_pct 0.2

create_clock -name clk0 -period $clk_period [get_ports {clk}]

set non_clock_inputs [all_inputs -no_clocks]
set_input_delay [expr $clk_period * $clk_io_pct] -clock clk0 $non_clock_inputs
set_output_delay [expr $clk_period * $clk_io_pct] -clock clk0 [all_outputs]
==> flow_summary.yaml <==
# yosys + openroad results
finish:
  area.growth.synth_to_final_pct: 9.45
  layout_top_cells_excl_fill_tap: "sky130_fd_sc_hd__ha_1 (1705), sky130_fd_sc_hd__a21oi_1 (1661), sky130_fd_sc_hd__edfxtp_1 (1513), sky130_fd_sc_hd__nor2_1 (1374), sky130_fd_sc_hd__xnor2_1 (1295)"
  nFillCells: 32600
  final_design_area_no_fill_mm2: 0.151
  layout_top_cell_excl_fill_tap: "sky130_fd_sc_hd__ha_1"
  drive_above_1_share_pct: 3.96
placed_design:
  dpl_cell_area_mm2: 0.145
  gp_congestion: 0.984
  place.port_buffers: 130
  hpwlAfterDp_um: 297000
clock_tree:
  tritoncts_clock_tree: "done"
  clock_sinks: 1530
  cts_max_level: 4
  clockBufferDepth: 4
  cts-buffers-inserted: 188
  clk_pin_slew_ps: 60
  number_of_gates_resized_after_cts: 0
  clkLatencyLatePin_ps: 910
  clock-root-buffer: "sky130_fd_sc_hd__clkbuf_16"
  cts.hold.buffers_added: 0
  post_cts.repair.setup_buffers: 0
logic_synthesis:
  synth-main-ff-cell: "sky130_fd_sc_hd__edfxtp_1"
  edf_count: 1513
  yosysUniqueCellTypes: 111
  synth.yosys.num_cells: 14900
  area_leaders: "sky130_fd_sc_hd__edfxtp_1 (33%), sky130_fd_sc_hd__ha_1 (15%), sky130_fd_sc_hd__xnor2_1 (8.2%)"
  yosysSeqAreaShare_pct: 33.1
  synth_top_area_share_pct: 32.8
  synthesized_netlist_cell_count: 14900
  mappedNetlistArea_mm2: 0.138
  async_flop_share_pct: 0
  cell_taking_the_most_area_after_synthesis: "sky130_fd_sc_hd__edfxtp_1"
  yosysChipArea_mm2: 0.138
  ys_warn_count: 2
  avgSynthCellArea_um2: 9.30
  yosys_register_bits: 1530
pwr:
  internal-power_mw: 6.54
  worst_ir_drop_on_vdd_mv: 0.0709
  p_switching_mw: 2.38
  switching_share_pct: 26.7
  power.density_cell_area_mw_per_mm2: 58.9
  power.combinational.fraction_pct: 15.5
  post-layout-total-power_mw: 8.92
  total_leakage_power_nw: 61.8
  seq_power_share_pct: 42.4
  clkPwrFrac_pct: 42.1
flow_run:
  log.warning_count: 260
  max_cap_viol_count: 0
grt:
  first_global_vias: 103000
  antenna_found_initial: 13
  global_route_wire_length_before_repair_um: 577000
  globalRouteTotalUtil_pct: 21.7
  grt_start_max_net_pins: 64
  grt_overflow_total: 0
worst_hold_path:
  holdCritPathClass: "flip-flop to flip-flop"
status:
  status: "completed"
final_timing:
  finalCriticalPeriod_ps: 7840
  maxClockFrequency_mhz: 128
  timing.max_slew.rel_slack_pct: 29.6
  timing.setup.tns_ps: 0
  clock-skew-final_ps: 90.6
  fin_hold_ws_ps: 460
  finalClockPeriodUsage_pct: 40.4
  grt_setup_unrepaired: "false"
  report.final.hold_viol_count: 0
  worst_margin_slew_ps: 1040
  finalSetupViolCount: 0
  slew_violations: 0
critical_path:
  timing.critical_path.to_type: "flip-flop"
  criticalPathCategory: "primary input to flip-flop"
  setup.worst_path.start_class: "primary input"
  crit_arrival_ps: 8520
  worstPathMaxFanout: 6
  critical_path_required_time_ps: 20080
detailed_routing:
  vias: 108000
  drtIter0Drc: 6197
  drt-pass1-iter-count: 6
  routed_wl_um: 368000
  route.antenna.remaining_nets: 0
  routed_wire_length_per_instance_um: 18.7
  route.detailed.vias_per_inst: 5.48
  drc: 0
floorplanning:
  floorplan.io_pins: 132
  std_cell_rows: 215
  die_area_mm2: 0.348
  core_util_floorplan_pct: 40.3
  floorplan.core_area_mm2: 0.344
  die.size.y_um: 590
  die_width_um: 590
==> sequential cells by signal, summed over array words and instances, names as in the netlist <==
register and cells:
ys 495, xs 544, valids 17, phs 474
==> synth_stat cells (all sizes together) (233+ instances only) <==
cell	number
xnor2	1295
xor2	728
o21ai	680
nand2	822
ha	1709
nor3	347
inv	671
nor2	1374
nand3	233
a21o	724
edfxtp	1513
a21oi	1662
==> final timing paths <==
| kind | slack [ps] | start | cells past startpoint | end |
|---|---|---|---|---|
| worst max-delay path | 11560 | i_x[1] | 14 | ys[31] |
| worst min-delay path | 460 | valids[9] | 1 | valids[10] |
| worst max register to register | 13960 | ys[496] | 21 | xs[542] |
| worst min register to register | 460 | valids[9] | 1 | valids[10] |
==> kinds of logic after synthesis <==
logic type,Yosys count,share of synthesized area (%)
simple gates,3941,13.6
other cells,1,0.00271
compound gates,4551,21.0
xor+xnor,2023,12.8
fa+ha+maj,1759,16.2
flops,1530,33.1
mux,58,0.452
buf+inv,1007,2.92
==> metrics by stage <==
step,util (%),std cells,setup slack [ps]
6_report,44.1,19700,11560
5_1_grt,44.1,19700,11420
4_1_cts,44.1,19700,11750
3_5_place_dp,42.2,19300,10850
3_3_place_gp,42.2,19300,10830
2_1_floorplan,-,14900,10580
==> per-layer routing <==
layer | wire length, um | global-route usage (%) | share of wire (%)
met5 | 242 | 0.328 | 0.066
met4 | 17300 | 8.26 | 4.7
met3 | 19400 | 3.72 | 5.3
met2 | 175000 | 36.0 | 48
met1 | 157000 | 29.1 | 42
==> power groups by stage <==
stage,combinational [mW],sequential [mW],clock (mW)
CTS,1.38,3.78,3.87
global route,1.52,3.78,3.97
finish,1.38,3.78,3.76
==> critical path: stages <==
cell	delay [ps]
sky130_fd_sc_hd__clkdlybuf4s50_1	670
sky130_fd_sc_hd__inv_1	140
sky130_fd_sc_hd__ha_1	350
sky130_fd_sc_hd__nor2b_1	70
sky130_fd_sc_hd__o2111ai_1	380
sky130_fd_sc_hd__a21oi_1	160
sky130_fd_sc_hd__o211ai_1	510
sky130_fd_sc_hd__a21oi_1	190
sky130_fd_sc_hd__o41ai_1	800
sky130_fd_sc_hd__a21oi_1	350
sky130_fd_sc_hd__a311o_1	480
sky130_fd_sc_hd__xnor2_1	150
sky130_fd_sc_hd__or2_1	210
sky130_fd_sc_hd__a32oi_1	160
==> final cells by class <==
type	count	area, um^2	share of cell area, %
antenna	6	15.0	0.00992
clock buffer	209	4890	3.23
clock inverter	135	1690	1.12
inverter	680	2550	1.69
multi-input combinational	12300	88700	58.6
sequential	1530	45800	30.2
tap	4557	5700	3.77
timing repair buffer	239	2110	1.40
No activity file was given, so power comes from the tool's default toggle rates.
