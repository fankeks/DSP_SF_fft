`config.mk`:
```
export PLATFORM = sky130hd
export DESIGN_NAME = fxp_div_fsm
export DESIGN_NICKNAME = fxp_div_fsm
export VERILOG_FILES = /design/flow/design.v
export SDC_FILE = /design/flow/constraint.sdc
export NUM_CORES = 4
export LEC_CHECK = 1
export CORE_UTILIZATION = 40
```
`constraint.sdc`:
```
current_design fxp_div_fsm

set clk_period 14.9
set clk_io_pct 0.2

create_clock -name clk0 -period $clk_period [get_ports {clk}]

set non_clock_inputs [all_inputs -no_clocks]
set_input_delay [expr $clk_period * $clk_io_pct] -clock clk0 $non_clock_inputs
set_output_delay [expr $clk_period * $clk_io_pct] -clock clk0 [all_outputs]
```
`design.v`:
```
module fxp_zoom #(
    parameter WII  = 8,
    parameter WIF  = 8,
    parameter WOI  = 8,
    parameter WOF  = 8
)(
    input  logic [WII+WIF-1:0] in,
    output logic [WOI+WOF-1:0] out
);
    logic [WII+WOF-1:0] inr;
    logic [WII-1:0]     ini;
    logic [WOI-1:0]     outi;
    logic [WOF-1:0]     outf;
    generate if(WOF<WIF) begin
        assign inr = in[WII+WIF-1:WIF-WOF];
    end
    else if(WOF==WIF) begin
            assign inr[WII+WOF-1:WOF-WIF] = in;
        end 
        else begin
            assign inr[WII+WOF-1:WOF-WIF] = in;
            assign inr[WOF-WIF-1:0] = 0;
        end 
    endgenerate
    generate if(WOI<WII) begin
        always_comb begin
            {ini, outf} = inr;
            if ( ~ini[WII-1] & |ini[WII-2:WOI-1] ) begin
                outi = {WOI{1'b1}};
                outi[WOI-1] = 1'b0;
                outf = {WOF{1'b1}};
            end 
            else if(  ini[WII-1] & ~(&ini[WII-2:WOI-1]) ) begin
                outi = 0;
                outi[WOI-1] = 1'b1;
                outf = 0;
            end 
            else begin
                outi = ini[WOI-1:0];
            end
        end
    end 
    else begin
        always @ (*) begin
            {ini, outf} = inr;
            outi = ini[WII-1] ? {WOI{1'b1}} : 0;
            outi[WII-1:0] = ini;
        end
    end 
    endgenerate
    assign out = {outi, outf};
endmodule
module fxp_div_fsm #(
    parameter WIIA = 8,
    parameter WIFA = 8,
    parameter WIIB = 8,
    parameter WIFB = 8,
    parameter WOI  = 8,
    parameter WOF  = 8
)(
    input  wire                  rstn,
    input  wire                  clk,
    input  logic                 i_vld,
    input  logic [WIIA+WIFA-1:0] dividend,
    input  logic [WIIB+WIFB-1:0] divisor,
    output logic [WOI+WOF -1:0]  out,
    output logic                 o_vld,
    output logic                 ready
);
    localparam WRI = WOI+WIIB > WIIA ? WOI+WIIB : WIIA;
    localparam WRF = WOF+WIFB > WIFA ? WOF+WIFB : WIFA;
    logic [WRI+WRF-1:0] divd, divr;
    logic [WRI+WRF-1:0] acc;
    logic [WRI+WRF-1:0] divdp;
    logic [WRI+WRF-1:0] divrp;
    logic [WOI+WOF-1:0] res;
    enum logic[1:0]
  	{
    	IDLE   = 2'b00,
    	BUSY   = 2'b01,
    	OUTPUT = 2'b10
	}
	state, new_state;
	always_ff @ (posedge clk)
    if (!rstn)
    	state <= IDLE;
    else
    	state <= new_state;
    logic en;
    logic [$clog2(WOI+WOF)-1:0] cnt;
	assign en = cnt == (WOI+WOF - 1);
	always_ff @(posedge clk) begin
		if (!rstn)  cnt <= 'b0;
		else if (state == BUSY) begin
			if (en) cnt <= 'b0;
			else    cnt <= cnt + 'b1;
		end
		else        cnt <= 'b0;
	end
	always_comb
	begin
		new_state = state;
		case (state)
		IDLE:   if (i_vld) new_state = BUSY;
		BUSY:   if (en   ) new_state = OUTPUT;
		OUTPUT: if (i_vld) new_state = BUSY;
				else       new_state = IDLE;
		default:           new_state = state;
		endcase
	end
    fxp_zoom # (
        .WII      ( WIIA      ),
        .WIF      ( WIFA      ),
        .WOI      ( WRI       ),
        .WOF      ( WRF       )
    ) dividend_zoom (
        .in       ( dividend ),
        .out      ( divd     )
    );
    fxp_zoom # (
        .WII      ( WIIB      ),
        .WIF      ( WIFB      ),
        .WOI      ( WRI       ),
        .WOF      ( WRF       )
    )  divisor_zoom (
        .in       ( divisor   ),
        .out      ( divr      )
    );
    logic [WRI+ WRF-1:0] tmp;
    assign tmp = (cnt < WOI) ? acc + (divrp<<(WOI - 'b1 - cnt)) : acc + (divrp>>('b1 + cnt - WOI));
    always_ff @(posedge clk) begin
        if (state != BUSY) begin
            if (i_vld & ready) begin
                res <= 'b0;
                acc <= 'b0;
                divdp <= divd;
                divrp <= divr;
            end
        end
        else begin
            if( tmp < divdp ) begin
                acc <= tmp;
                res[WOF+WOI-'b1-cnt] <= 1'b1;
            end 
            else begin
                acc <= acc;
                res[WOF+WOI-'b1-cnt] <= 1'b0;
            end
        end
    end
    assign out = res;
    assign ready = state != BUSY;
    assign o_vld = state == OUTPUT;
endmodule
```
`run.sh`:
```
#!/bin/bash
# OpenROAD 26Q1-2900-gdf79404cd8, Yosys 0.63+post, stock flow scripts
make -C /OpenROAD-flow-scripts/flow DESIGN_CONFIG=/design/flow/config.mk WORK_HOME=/design/flow/orfs finish
```
==> flow_summary.ini <==
; yosys + openroad results
[power]
leakage_power_total_nw = 3.30
ir_worst_vdd_mv = 0.0771
power.density_nw_per_um2 = 132

[routing]
antenna_cells_inserted = 0
drt-initial-drc-count = 494
wl_um = 19800
first_pass_iters = 46
via_per_inst = 5.94
drt.antenna.violating_nets = 0
post-route-drc-count = 18
avgRoutedWirePerCell_um = 18.0
dr_total_vias = 6525

[worst_hold_path]
min_path_cells = 2
holdCritPathClass = reg2reg
worst_hold_startpoint = state[2]

[setup_path]
critPathSlowestCell = a2111oi_2
r2r_start = cnt[0]
worst-r2r-setup-slack_ns = 7.48
crit_start = cnt[0]
required_time_worst_endpoint_ns = 14.90
critical_path_peak_fanout = 48
endpoint_kind = flip-flop
start_kind = flip-flop
timing.reg2reg.worst_path_depth = 28
cp.arrival_ns = 7.42
setup.worst_path.class = reg2reg
largest_stage_delay_on_the_critical_path_ns = 0.52

[clocking]
postCtsSetupBuffers = 0
post_cts_resize_count = 0
cts.hold.buffers_added = 0
cts_num_sinks = 87
tritoncts_buffers = 9
clkTransAtPathRegs_ns = 0.07
clk-insertion-delay-late_ns = 0.35
cts_root_buffer = clkbuf_16
tritoncts_clock_tree = done
cts.htree.levels = 3
ctsLongestPathBuffers = 2

[sta]
whs_ns = 0.484
totalNegativeSetupSlack_ns = 0
max-slew-margin-rel = 0.465
post-route-min-period_ns = 7.42
setup_viol_count_final = 0
min_period_over_period = 0.498
worst_pin_slew_ns = 0.802
finClkSkew_ns = 0.00654
timing.fmax_mhz = 135
final_hold_violation_count = 0
final_max_slew_viol_count = 0
setup_repair_after_global_routing_missed_its_margin = false

[flow_run]
maxCapViolations = 0
log.warning_count = 28

[logic_synthesis]
yosys_area_um2 = 7430
async_set_or_reset_register_ratio_after_synthesis = 0
ff_type = edfxtp_1
post_synth.cell_area_avg_um2 = 8.78
postSynthRegisterBits = 87
synth.largest_area_cell = edfxtp_1
synth_seq_share = 0.342
top_cells_by_area = edfxtp_1, ha_1, nand2_1, a21oi_1, nor2_1
synth.distinct_cells = 72
postSynthCellCount = 846
synth-warning-count = 2
synth.cell_area_um2 = 7430
enable_flop_cells = 80
synth_stat.cells = 846
synth_top_area_share = 0.323

[layout]
regArea_um2 = 2540
leading_cell_types_in_the_layout_fill_and_taps_excluded = nand2_1, edfxtp_1, nor2_1, a21oi_1, ha_1
footprint_of_the_multi_input_gates_um2 = 4540
final.fill_count = 1742
layout-area-overhead-vs-synth_pct = 13.1
layout.cells.most_common = nand2_1
final_layout_size_suffix_gt1_frac = 0.0621

[floorplanning]
floorplan.core_area_um2 = 18100
io_pins = 53
area_of_the_die_um2 = 19100
initCoreUtil = 0.411
die.size.y_um = 138
die_x_um = 138
number_of_cell_rows = 49

[placement]
dp_hpwl_um = 14700
final_estimated_routing_congestion_in_global_placement = 0.969
placement.io_buffers = 52

[global_routing]
track_usage = 0.218
first_global_vias = 5922
grt_pass1_wl_um = 31600
grt_start_max_net_pins = 49
grt_overflow = 0
initial_antenna_violation_count = 0

[outcome]
status = finished with violations
violations = design-rule violations
area by class of cell:
cell class	instances	area share
clock buffer	10	0.0272
clock inverter	6	0.00819
sequential	87	0.303
tap	229	0.0341
inverter	35	0.0156
multi-input combinational	668	0.540
timing repair buffer	64	0.0727
cells by family after synthesis:
logic type	Yosys count	synth area share
xor+xnor	27	0.0328
fa+ha+maj	60	0.102
mux	32	0.0507
buf+inv	91	0.0477
flops	87	0.342
compound gates	248	0.231
simple gates	301	0.194
critical path, delay by kind of cell, from the launching register on:
| family | cells | cell delay [ns] |
|---|---|---|
| AOI/OAI and AO/OA | 12 | 2.68 |
| buffers and inverters | 6 | 1.91 |
| adders and majority gates | 4 | 1.14 |
| and+or+nand+nor | 6 | 0.98 |
| DFF | 1 | 0.31 |
stage by stage:
| step | std cells | instance area, µm² | util | power (mW) | setup WS [ns] |
|---|---|---|---|---|---|
| after CTS | 1099 | 8400 | 0.465 | 1.11 | 7.49 |
| after global placement | 1083 | 8110 | 0.448 | 0.876 | 7.62 |
| after floorplan | 846 | 7430 | - | 0.738 | 8.07 |
| after global routing | 1099 | 8400 | 0.465 | 1.19 | 6.84 |
| after detailed placement | 1083 | 8110 | 0.448 | 0.877 | 7.51 |
| final | 1099 | 8400 | 0.465 | 1.11 | 7.48 |
cell usage after synthesis, drive strengths merged, types with 4 or more instances:
library cell and count:
o22ai 8, mux2i 23, dfxtp 7, a21oi 60, a221o 5, a21o 16
buf 7, nand3 27, inv 33, and3 12, clkbuf 49, xor2 14
and2 27, o21ai 63, ha 59, xnor2 13, nand4 12, o21a 6
a21boi 5, edfxtp 80, o2111ai 5, mux2 5, a211oi 9, o211ai 16
and4 4, nor3 21, a31oi 9, a32o 9, nor2 68, o31a 4
nor2b 10, nand2 97, nand2b 7, mux4 4
power by group:
part | switching (mW) | internal [mW] | leakage (nW)
Clock | 0.100 | 0.131 | 0.139
Sequential | 0.0193 | 0.328 | 0.861
Combinational | 0.318 | 0.212 | 2.30
routing by layer:
| layer | up-vias | track usage | part of all wire |
|---|---|---|---|
| met5 | - | 0 | 0 |
| met4 | 0 | 0.0485 | 0.025 |
| met3 | 34 | 0.0371 | 0.062 |
| met2 | 245 | 0.321 | 0.44 |
| met1 | 3051 | 0.347 | 0.48 |
| li1 | 3195 | - | - |
final timing paths:
path | endpoint
max reg2reg | acc[16]
min | cnt[2]
max | acc[16]
min reg2reg | cnt[2]
flip-flops by register name, summed over array words and instances (netlist names):
signal  cells
acc        32
cnt         4
divdp      16
divrp      16
res        16
state       3
Power and IR drop assume default switching activity.
